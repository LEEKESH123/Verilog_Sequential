`config.mk`:
```
export PLATFORM = sky130hd
export DESIGN_NAME = melay_fsm
export DESIGN_NICKNAME = melay_fsm
export VERILOG_FILES = /design/flow/design.v
export SDC_FILE = /design/flow/constraint.sdc
export NUM_CORES = 4
export LEC_CHECK = 1
export CORE_AREA = 10 10 70 70
export DIE_AREA = 0 0 80 80
```
`constraint.sdc`:
```
current_design melay_fsm

set clk_period 1.1
set clk_io_pct 0.2

create_clock -name clk0 -period $clk_period [get_ports {clk}]

set non_clock_inputs [all_inputs -no_clocks]
set_input_delay [expr $clk_period * $clk_io_pct] -clock clk0 $non_clock_inputs
set_output_delay [expr $clk_period * $clk_io_pct] -clock clk0 [all_outputs]
```
`design.v`:
```
module melay_fsm(
  input  clk, res, valid, d_in,
  output reg pattern_detect
);
  parameter SR      = 7'b0000001,
            S1      = 7'b0000010,
            S11     = 7'b0000100,
            S110    = 7'b0001000,
            S1101   = 7'b0010000,
            S11010  = 7'b0100000;
  reg [6:0] state, next_state;
  always @(posedge clk or posedge res) begin
    if (res)
      state <= SR;
    else
      state <= next_state;
  end
  always @(*) begin
    pattern_detect = 0;
    next_state = state;
    case (state)
      SR: begin
        if (valid && d_in) next_state = S1;
        else next_state = SR;
      end
      S1: begin
        if (valid && d_in) next_state = S11;
        else if (valid && !d_in) next_state = SR;
      end
      S11: begin
        if (valid && !d_in) next_state = S110;
        else if (valid && d_in) next_state = S11;
      end
      S110: begin
        if (valid && d_in) next_state = S1101;
        else next_state = SR;
      end
      S1101: begin
        if (valid && !d_in) next_state = S11010;
        else if (valid && d_in) next_state = S11;
      end
      S11010: begin
        if (valid && d_in) begin
          pattern_detect = 1;  
          next_state = S1;     
        end else next_state = SR;
      end
      default: next_state = SR;
    endcase
  end
endmodule
```
`run.sh`:
```
#!/bin/bash
# OpenROAD 26Q1-2900-gdf79404cd8, Yosys 0.63+post, stock flow scripts
make -C /OpenROAD-flow-scripts/flow DESIGN_CONFIG=/design/flow/config.mk WORK_HOME=/design/flow/orfs finish
```
==> flow_summary.toml <==
# flow metrics
[place]
placedInstanceArea_um2 = 366.6
buffer_ports.inserted = 4
globalplace.congestion = 0.7040
dp_hpwl_um = 397.7
post-place-ws_ns = -0.4330
cell_count_after_placement = 75

[synthesis]
yosys-stat-cells = 22
synth.top_cells.by_area = "dfrtp_1 51%, dfstp_2 11%, o21ai_0 6.1%"
postSynth.asyncResetShare = 1.000
numSynthFlops = 6
synth.yosys.seq_area_share = 0.6142
syn-instance-count = 22
synth_area_um2 = 246.5
commonest_flop = "dfrtp_1"
yosys.stat.chipArea_um2 = 246.5
synth_area_per_cell_um2 = 11.20
synth.largest_area_cell = "dfrtp_1"
yosysMostFrequentCell = "dfrtp_1"
synth.distinct_cells = 11
top_area_frac = 0.5076
yosysWarningCount = 1
enable_flop_cells = 0
yosys-top-cells-count = "5 x dfrtp_1, 4 x inv_1, 3 x o21ai_0"

[cts]
htreeDepth = 1
cts.root.buffer_cell = "clkbuf_4"
cts_tree = "yes"
holdBufCountCts = 0
cts.sinks = 6
clockBufferDepth = 2
cts_inserted_buffers = 3
skew_pair_late_insertion_delay_ns = 0.25
cts.reportedPaths.clkPinSlew_ns = 0.05

[die]
floorplan.die.width_um = 80
ios = 5
die_y_um = 80
num_rows = 21
chip_area_um2 = 6400
core_area_um2 = 3416
floorplan.initialDensity = 0.07216

[global_routing]
grt_use_total = 0.01976
grt_max_degree = 9
grt_first_pass_wirelength_um = 924
gr-total-overflow = 0
via_count_of_the_first_global_routing_pass = 215
antenna_found_initial = 0

[worst_hold_path]
hold_path_class = "input port to asynchronous set/reset pin"

[power_and_ir_drop]
seq_power_share = 0.487
power_leakage_nw = 0.1657
vdd.ir_drop.worst_mv = 0.2819
power-per-cell-area_nw_per_um2 = 1441
fin_total_pwr_uw = 569.9
power.switching_fraction = 0.2392
power.switching_uw = 136.3
power.internal_uw = 433.6
power_frac_comb = 0.123
power_frac_clock = 0.390

[critical_path]
worst_r2r_startpoint = "state[1]"
launch_point_of_the_worst_path = "state[1]"
worstPathRequired_ns = 0.88
critPathArrivalTime_ns = 0.87
critical_path_peak_fanout = 2
worstSetupEndpointType = "output port"
kind_of_start_point_of_the_critical_path = "flip-flop"
worst-r2r-setup-slack_ns = 0.09
criticalPathCategory = "flip-flop to output port"
timing.rr.end = "state[0]"
reg2reg_depth = 3

[timing]
clock.fmax_ghz = 0.9184
final_min_period_over_clock_period = 0.9898
setup_viol = 0
grt_setup_unrepaired = "yes"
timing.max_slew.rel_slack = 0.8070
timing_max_transition_violations_final = 0
period_needed_ns = 1.089
timing_hold_violations_final = 0
worstMarginPinSlew_ns = 0.2889
final.setup.tns_ns = 0
finalClockSkew_ns = 0.0005048
timing.hold.ws_ns = 0.1838
timing.final.ws_setup_ns = 0.01117

[run_status]
run_status = "completed"

[detailed_routing]
drt_wl_total_um = 516
num_antenna_cells = 0
dr.first_iter.drc_count = 14
routed-via-count = 196
average_wire_per_cell_in_the_routed_design_um = 6.532
remaining_drc_errors = 0
ant_nets = 0
via_per_inst = 2.481
detailedRoute.firstPassIterationCount = 4

[layout]
signed_area_change_from_the_synthesized_netlist_to_the_final_layout_pct = 60.41
largest_register_ff_count = 6
biggestRegsByFlops = "state (6)"
finish.cell_count_without_fillers = 79
fraction_of_final_layout_cells_with_drive_strength_greater_than_1 = 0.3030
flop_area_um2 = 151.4
fillers = 397
multi_input_comb_area_um2 = 83.83
regMostFlops = "state"
finalCoreUtilization = 0.1158
postLayoutCellArea_um2 = 395.4

[flow_run]
number_of_max_cap_violations = 0
stage_log_warnings = 26
layout make-up:
| class | instances | area share |
|---|---|---|
| inverter | 4 | 0.03797 |
| timing repair buffer | 7 | 0.1551 |
| tap | 46 | 0.1456 |
| sequential | 6 | 0.3829 |
| multi-input combinational | 12 | 0.2120 |
| clock buffer | 4 | 0.06646 |
critical path, cell delays in order (launching register included):
cell,delay [ns]
dfrtp_1,0.37
and3_4,0.15
buf_6,0.10
layout by cell type, fill, tap and decap left out, drive strengths merged:
cell type      instances
inv                    4
a2111oi                1
dfstp                  1
clkbuf                 4
and3                   1
o21ai                  3
dlygate4sd2            2
o211ai                 1
and2                   2
and2b                  1
dfrtp                  5
nand3                  1
a21oi                  2
clkdlybuf4s50          1
buf                    4
cell families after synthesis:
kind of cell | Yosys count | share of synthesized area
and+or+nand+nor | 5 | 0.1320
buffers and inverters | 4 | 0.06090
DFF | 6 | 0.6142
AOI/OAI and AO/OA | 7 | 0.1929
how the worst max path moves through the flow:
stage | endpoint | slack, ns | depth (start not counted)
after CTS | pattern_detect | 0.002 | 2
after global routing | pattern_detect | -0.02 | 2
final | pattern_detect | 0.01 | 2
what timing repair did:
action,in CTS,in global routing
resized,6,1
setup buffers,0,0
setup endpoints to repair,1,1
pin swaps,1,0
power by group through the flow:
stage	Combinational (mW)	Sequential [mW]	Clock, mW
finish	0.0700	0.277	0.222
global route	0.0793	0.283	0.251
CTS	0.0699	0.278	0.227
layer usage:
metal | vias to the layer above | wire length (µm) | track usage
met5 | - | 0 | 0
met4 | 0 | 0 | 0.001761
met3 | 0 | 125 | 0.02614
met2 | 15 | 159 | 0.02087
met1 | 86 | 232 | 0.02352
li1 | 95 | - | -
No activity file was given, so power comes from the tool's default toggle rates.
